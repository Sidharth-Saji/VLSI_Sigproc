==> flow/design.v <==
module NSum(
  input [2:0] N,
  input N_valid,
  input reset,
  input clk,
  output reg [3:0] sum,
  output reg sum_valid
);
  reg [2:0] i;
  wire [2:0] in_mux;
  wire [3:0] add_out;
  wire [3:0] sum_mux;
  wire i_eq_1;
  reg state;  
  parameter idle = 0, busy = 1;
  assign in_mux = state ? (i-1):N ;
  assign add_out = sum + i;
  assign sum_mux =  state ? add_out : 4'b0000 ;
  assign i_eq_1 = (i==1);
  always @(posedge clk)
    begin
      if(reset)state <= idle;
      i <= in_mux;
      sum <= sum_mux;
      sum_valid <= i_eq_1;
      case (state)
        busy: state <= i_eq_1 ? idle : busy;
        idle: state <= N_valid ? busy : idle;
      endcase
    end
endmodule
==> flow/run.sh <==
#!/bin/bash
# OpenROAD 26Q1-2900-gdf79404cd8, Yosys 0.63+post, stock flow scripts
make -C /OpenROAD-flow-scripts/flow DESIGN_CONFIG=/design/flow/config.mk WORK_HOME=/design/flow/orfs finish
==> flow/config.mk <==
export PLATFORM = sky130hd
export DESIGN_NAME = NSum
export DESIGN_NICKNAME = NSum
export VERILOG_FILES = /design/flow/design.v
export SDC_FILE = /design/flow/constraint.sdc
export NUM_CORES = 4
export LEC_CHECK = 1
export CORE_AREA = 10 10 70 70
export DIE_AREA = 0 0 80 80
==> flow/constraint.sdc <==
current_design NSum

set clk_period 1.7
set clk_io_pct 0.2

create_clock -name clk0 -period $clk_period [get_ports {clk}]

set non_clock_inputs [all_inputs -no_clocks]
set_input_delay [expr $clk_period * $clk_io_pct] -clock clk0 $non_clock_inputs
set_output_delay [expr $clk_period * $clk_io_pct] -clock clk0 [all_outputs]
==> results.txt <==
Vias per cell: 2.90
Launching instance or port of the critical path: sum[1]
Gate Count Post-Synth: 38
Antenna-violating nets left: 0
Final setup viols: 0
CTS clock-pin slew for the worst setup and hold paths: 0.06 ns
IO Pins: 11
Upper clock frequency limit: 0.691 GHz
TritonCTS Sinks: 9
Number of antenna violations at the first check in global routing: 0
Clock latency reported for the late side of the worst-skew pair: 0.25 ns
Total length of routed wires: 711 um
Highest-count cells in the layout ignoring fill and taps: 9 x sky130_fd_sc_hd__dfxtp_1, 9 x sky130_fd_sc_hd__clkdlybuf4s50_1, 5 x sky130_fd_sc_hd__inv_1, 5 x sky130_fd_sc_hd__ha_1, 3 x sky130_fd_sc_hd__clkbuf_4
Number of levels the H-tree was split into: 1
Y dimension of the die: 80 um
Number of gates given a new drive strength after cts: 0
CTS tree: built
Top routing layer in use: met4
Ordered cell list for the critical path: clkdlybuf4s50_1
Overall power of the completed layout: 1120 uW
Core Area: 3420 um2
GRT Residual Overflow: 0
Slew Limit Fails: 0
Placer Congestion: 0.738
Starting Density: 12.1%
Length of routed wiring on met1: 370 um
CP Data Required Time: 1.36 ns
Synthesized cell area: 412 um2
Worst-case vdd ir drop: 0.000653 V
Area leader share: 43.8%
Slowest cell on the critical path: sky130_fd_sc_hd__clkdlybuf4s50_1
Type of the worst setup path: reg -> out
Met3 layer wire length in the routed design: 60 um
Clock buffer count from CTS: 3
Post-detailed-route wirelength per cell: 7.41 um
Met2 wire len: 269 um
Die Footprint: 6400 um2
Family with the most delay on the worst path: buffers and inverters
First-pass GRT wire length: 1240 um
Number of cells in the yosys synthesis report: 38
Aggregate negative setup slack: 0 ns
Crit path arrival time: 1.11 ns
Cell type with the largest total area: sky130_fd_sc_hd__dfxtp_1
Number of rows created at floorplan: 21
Setup repair after global routing missed its margin: false
Synthesis warning total: 1
Half-perimeter wire length after placement: 596 um
Hold Path Class: reg -> reg
Global router's overall resource usage: 2.44%
Power density relative to cell area: 1930 nW/um2
Remaining design rule violation count: 0
Iteration count of the initial detailed-routing pass: 2
Post-cts hold-fix buffer tally: 0
Maximum number of pins on one net before global-route repair: 12
Final period demand of the worst path: 1.45 ns
Largest stage delay on the critical path: 0.50 ns
Area growth, synth to finish: 40.4%
DR iter-0 viols: 3
Clock Skews: 0.00250 ns
Pin slew with the least headroom to its limit: 0.372 ns
RR Startpoint: i[0]
Via count of the first global-routing pass: 283
Buffers added on ports: 9
FILL cells: 399
Die x size: 80 um
Startpoint of the most critical hold path: sum[3]
Layout cell share with drive strength beyond 1: 10.0%
Total of max-cap violations: 0
Peak fanout along the critical path: 3
Flip-flop and latch count after synthesis: 9
Crit. End Element: primary output
Leak Pwr: 0.000256 uW
Unique cell types: 16
Sequential area share after synthesis: 43.8%
Fin. Hold Viols: 0
Chip area from the yosys synthesis statistics: 412 um2
Max-Slew Margin vs Limit: 75.2%
Clock buffer depth: 2
Number of vias after detailed routing: 278
Ratio of final minimum period to clock period: 85.1%
Root Driver: sky130_fd_sc_hd__clkbuf_4
Post CTS Setup Buffer Count: 0
Number of buffers and inverters on the critical path: 1
Total number of warnings across the stage logs: 27
Startpoint Class: flop
Outcome: finished clean
Cells taking the most area after synthesis: sky130_fd_sc_hd__dfxtp_1 44%, sky130_fd_sc_hd__ha_1 15%, sky130_fd_sc_hd__fa_1 4.9%
Count of inserted antenna diode cells: 0
Avg Inst Size Synth: 10.8 um2
[layer usage]
metal | track usage (%) | up-vias
met5 | 0 | -
met4 | 0.528 | 0
met3 | 1.48 | 2
met2 | 3.61 | 11
met1 | 2.96 | 119
li1 | - | 146
[power breakdown]
group	internal (uW)	total, uW	switching, uW
clock network	90.2	160	69.9
logic	346	543	197
registers	327	413	85.3
total	763	1120	352
[metrics by stage]
| step | hold slack [ns] | cell area, um2 | setup WS [ns] | instances | utilization, % |
|---|---|---|---|---|---|
| after global routing | 0.532 | 578 | 0.194 | 96 | 16.9 |
| after global placement | 0.471 | 552 | 0.376 | 92 | 16.2 |
| after floorplan | 0.442 | 412 | 0.423 | 38 | - |
| after detailed placement | 0.484 | 552 | 0.351 | 92 | 16.2 |
| final | 0.495 | 578 | 0.253 | 96 | 16.9 |
| after CTS | 0.498 | 578 | 0.237 | 96 | 16.9 |
[kinds of logic after synthesis]
| logic type | Yosys count | synth area share [%] |
|---|---|---|
| compound gates | 4 | 6.38 |
| xor+xnor | 2 | 4.26 |
| fa+ha+maj | 6 | 20.1 |
| buf+inv | 6 | 6.38 |
| flops | 9 | 43.8 |
| mux | 3 | 8.51 |
| simple gates | 8 | 10.6 |
[final timing paths]
kind	endpoint	slack, ns	depth (start not counted)
min reg2reg	sum[3]	0.49	2
max reg2reg	sum[2]	0.34	5
max	sum[1]	0.25	1
min	sum[3]	0.49	2
[final cells by class]
class                           instances  area, um2  area share (%)
Multi-Input combinational cell         23        205            35.5
Tap cell                               46       57.6            9.96
Clock buffer                            4       26.3            4.55
Sequential cell                         9        180            31.2
Inverter                                5       18.8            3.25
Timing Repair Buffer                    9       90.1            15.6
[cells in the mapped netlist, drive strengths merged]
library cell,instances
mux2,1
and2,2
nand2,1
nor2,2
inv,5
xnor2,2
nor2b,2
mux2i,2
buf,1
fa,1
or2b,1
dfxtp,9
a21oi,3
ha,5
a21o,1
[sequential cells by signal, summed over array words and instances, names as in the netlist]
| signal | flops |
|---|---|
| sum | 4 |
| state | 1 |
| sum_valid | 1 |
| i | 3 |
Power is estimated from default activity; no workload was simulated.
